$ cat design/flow/design.v
module address_register#(parameter size=16)(
input hc_adreg_in,
input [size-1:0]addr_in,
output [size-1:0]addreg_out);
reg[size-1:0]addr_reg;
always@(addr_in)
addr_reg=addr_in;
assign addreg_out=hc_adreg_in?addr_reg:{size{1'bz}};
endmodule
module data_register#(parameter size=16)(input mc_dreg_en, hc_dreg_en,
input[size-1:0] dreg_in,
output[size-1:0] dreg_out
);
reg[size-1:0] dreg;
always@(mc_dreg_en or dreg_in) begin
if(mc_dreg_en)
dreg=dreg_in;
end
assign dreg_out=hc_dreg_en?dreg:{size{1'bz}};
endmodule
module device_controller#(parameter size=16)(input clk,rst,start_en,mem_ready,
output reg dc_cs_out,dc_rd_out,dc_dregen_out,dc_done_out
);
reg [3:0] ps,ns;
localparam idle=4'd0,
cs=4'd1,
rd=4'd2,
dregen=4'd3,
done=4'd4;
always@(posedge clk or posedge rst) begin
if(rst==1'b1) begin
ps<=idle;
dc_cs_out<=1;
dc_rd_out<=0;
dc_dregen_out<=0;
dc_done_out<=0;
end
else if(clk==1'b1) begin
ps<=ns;
case(ns)
idle: begin
dc_cs_out<=1;
dc_rd_out<=0;
dc_dregen_out<=0;
dc_done_out<=0;
end
cs: dc_cs_out<=0;
rd: begin 
dc_rd_out<=1;
end
dregen: begin
dc_dregen_out<=1;
dc_rd_out<=0;
dc_cs_out<=1;
end
done: begin
dc_done_out<=1;
end
endcase
end
end
always@(ps or start_en or mem_ready) begin
case(ps)
idle: begin
if(start_en)
ns=cs;
else
ns=idle;
end
cs: ns=rd;
rd: begin
if(mem_ready)
ns=dregen;
else
ns=rd;
end
dregen: ns=done;
done: ns=idle;
endcase
end
endmodule
module host_controller#(parameter size=16)(
input clk,rst,cs, read, sreg, dreg, done,
output reg hc_dreg_out,hc_sreg_out,hc_start_out,hc_adreg_out,hc_clr_out,intr);
reg [3:0]ps,ns;
localparam idle = 4'd0,
waits=4'd1,
sregen=4'd2,
sregclr=4'd3,
dregen=4'd4,
adregen=4'd5,
start=4'd6,
waitdone=4'd7,
interrupt=4'd8;
always @(ps or done or cs or read or sreg or dreg) begin
case(ps)
idle: begin
if(cs)
ns=idle;
else
ns=waits;
end
waits:begin
if(read) begin 
if(sreg)
ns=sregen;
else if(dreg)
ns=dregen;
else
ns=adregen;
end
else 
ns=waits;
end
sregen: begin 
if(read)
ns=sregen;
else
ns=sregclr;
end
sregclr: ns=idle;
dregen: begin
if(read)
ns=dregen;
else
ns=idle;
end
adregen: ns=start;
start: ns=waitdone;
waitdone: begin
if(done) 
ns=interrupt;
else
ns=waitdone;
end
interrupt:ns=idle;
endcase
end
always @(posedge clk or posedge rst) begin
if(rst==1'b1)begin
ps<=idle;
hc_dreg_out<=0;
hc_sreg_out<=0;
hc_adreg_out<=0;
hc_start_out<=0;
hc_clr_out<=0;
intr<=0;
end
else if(clk==1'b1) begin
ps<=ns;
case(ns)
idle: begin
hc_sreg_out<=0;
hc_dreg_out<=0;
hc_adreg_out<=0;
hc_clr_out<=0;
hc_start_out<=0;
intr<=0;
end
sregen: hc_sreg_out<=1;
sregclr: begin 
hc_clr_out<=1;
hc_sreg_out<=0;
end
dregen: hc_dreg_out<=1;
adregen: hc_adreg_out<=1;
start: hc_start_out<=1;
interrupt: intr<=1;
endcase
end
end
endmodule
module simple_memory_controller#(parameter size =16)(
input clk,rst,cs,read,sreg,dreg,mem_ready,
input[size-1:0] mem_data_bus,host_addr_bus,
output [size-1:0] host_data_bus, mem_addr_bus,
output intr,mem_cs,mem_read);
wire mc_dreg_en,hc_dreg_en, hc_adreg_in,mc_done_in,hc_clr_in,hc_sreg_en,hc_start_en;
data_register#(size) datareg(mc_dreg_en, hc_dreg_en,mem_data_bus,host_data_bus);
status_register#(size) streg(mc_done_in,hc_clr_in,hc_sreg_en,host_data_bus);
address_register#(size) adreg(hc_adreg_in,host_addr_bus,mem_addr_bus);
host_controller#(size) hostfsm(clk,rst,cs,read,sreg,dreg,mc_done_in,
hc_dreg_en,hc_sreg_en,hc_start_en,hc_adreg_in,hc_clr_in,intr);
device_controller#(size) devicefsm(clk,rst,hc_start_en,mem_ready,mem_cs,mem_read,mc_dreg_en,mc_done_in);
endmodule    
module status_register#(parameter size = 16)(
input mc_done_in,hc_clr_in,hc_sreg_en,
output [size-1:0] sreg_out
);
reg[size-1:0] sreg;
always@(mc_done_in or hc_clr_in) begin
if(hc_clr_in) 
sreg=0;
else if(mc_done_in)
sreg={mc_done_in,{size-1{1'b0}}};
end
assign sreg_out=hc_sreg_en?sreg:{size{1'bz}};
endmodule
$ cat design/flow/run.sh
#!/bin/bash
# OpenROAD 26Q1-2900-gdf79404cd8, Yosys 0.63+post, stock flow scripts
make -C /OpenROAD-flow-scripts/flow DESIGN_CONFIG=/design/flow/config.mk WORK_HOME=/design/flow/orfs finish
$ cat design/flow/config.mk
export PLATFORM = sky130hd
export DESIGN_NAME = simple_memory_controller
export DESIGN_NICKNAME = simple_memory_controller
export VERILOG_FILES = /design/flow/design.v
export SDC_FILE = /design/flow/constraint.sdc
export NUM_CORES = 4
export LEC_CHECK = 1
export CORE_AREA = 10 10 102 102
export DIE_AREA = 0 0 112 112
$ cat design/flow/constraint.sdc
current_design simple_memory_controller

set clk_period 1.1
set clk_io_pct 0.2

create_clock -name clk0 -period $clk_period [get_ports {clk}]

set non_clock_inputs [all_inputs -no_clocks]
set_input_delay [expr $clk_period * $clk_io_pct] -clock clk0 $non_clock_inputs
set_output_delay [expr $clk_period * $clk_io_pct] -clock clk0 [all_outputs]
==> results.txt <==
This memo summarizes the results of the implementation run.

Status
The flow did not finish. The flow halted during 1_2_yosys. The tool reported: "ERROR: Found 1 problems in 'check -assert'".

Synth
The most used flip-flop cell is dfrtp_1. The adder and majority gate portion of the synthesized area is 0%. The tally of unique sky130hd cells used after synthesis is 33. The count of warnings emitted by yosys is 8. Per the synthesis report, the AND-OR/OR-AND share of the synthesized area is approximately 14%. The share of flip-flops with an asynchronous set or reset is 60.9%. The dominant kind of combinational cell is buffers and inverters.

The synthesized netlist devotes between 10% and 20% of its cell area to simple gates. The synthesized flop and latch total is 23. The number of synthesized flops with an enable pin is 0. Of the post-synthesis cell area, the dominant cell type holds around 30%. Sorting the synthesized cells by area gives the leading types as dfrtp_1 30%, buf_4 21%, dlxtn_1 11%. The yosys stat cell total is 118.

After Yosys synthesis, XOR and XNOR cells account for less than 1% of the synthesized area. The largest total area in the synthesized netlist belongs to dfrtp_1. Yosys reports the multiplexer fraction of the synthesized area as ~3.0%. Post-synthesis, Yosys gives the total cell area as between 1000 and 1500 µm².
## cells by family after synthesis
group                  count (synthesis)
AND-OR/OR-AND                         24
XOR/XNOR                               1
buffers and inverters                 36
flip-flops                            14
latches                                9
multiplexers                           3
other                                  1
AND/OR/NAND/NOR                       30
## synth_stat cells, drive strengths merged, types with 2 or more instances
master,n
or3,2
nand2,5
inv,3
nor3,2
mux2,2
dlxtn,8
o21ai,5
o21a,2
a21oi,7
a2bb2oi,2
nor2b,4
dfrtp,13
buf,33
nor2,13
